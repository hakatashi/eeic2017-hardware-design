==> flow/design.v <==
module stm(clock, reset, x);
	input clock, reset;
	output [3:0] x;
	reg [3:0] x;
	reg state;
	always @(posedge clock) begin
		if (reset == 1) begin
			state <= 0;
			x <= 0;
		end else begin
			if (state == 0) begin
				if (x == 0) begin
					state <= 1;
				end else begin
					x <= x - 1;
				end
			end else begin
				if (x == 15) begin
					state <= 0;
				end else begin
					x <= x + 1;
				end
			end
		end
	end
endmodule
==> flow/run.sh <==
#!/bin/bash
# OpenROAD 26Q1-2900-gdf79404cd8, Yosys 0.63+post, stock flow scripts
make -C /OpenROAD-flow-scripts/flow DESIGN_CONFIG=/design/flow/config.mk WORK_HOME=/design/flow/orfs finish
==> flow/config.mk <==
export PLATFORM = sky130hd
export DESIGN_NAME = stm
export DESIGN_NICKNAME = stm
export VERILOG_FILES = /design/flow/design.v
export SDC_FILE = /design/flow/constraint.sdc
export NUM_CORES = 4
export LEC_CHECK = 1
export CORE_AREA = 10 10 70 70
export DIE_AREA = 0 0 80 80
==> flow/constraint.sdc <==
current_design stm

set clk_period 2.3
set clk_io_pct 0.2

create_clock -name clk0 -period $clk_period [get_ports {clock}]

set non_clock_inputs [all_inputs -no_clocks]
set_input_delay [expr $clk_period * $clk_io_pct] -clock clk0 $non_clock_inputs
set_output_delay [expr $clk_period * $clk_io_pct] -clock clk0 [all_outputs]
==> impl_report.txt <==
==== FLOW RESULTS ====
----------------------------------------------------
[Synth]
  Seq/Total Area, Yosys ........................ approximately a third
  Mapped Cells ........................ 32
  Number of cells in the yosys synthesis report ........................ 32
  Largest cells by area ........................ dfxtp_1 34%, ha_1 8.4%, a21oi_1 6.7%
  Post-synthesis instance area ........................ 297.8 sq um
  Flip-flop and latch count after synthesis ........................ 5
  Top-area cell share ........................ 33.61%
  Most numerous cell types in the synthesized netlist ........................ 5 x dfxtp_1, 4 x a21oi_1, 3 x inv_1
  Synthesized area per cell ........................ 9.306 sq um
  Share of synthesized registers carrying an async set or reset ........................ 0%
  Most instantiated flip-flop cell in the synthesis netlist ........................ dfxtp_1
  Chip Area, Yosys ........................ 297.8 sq um
  Post-synthesis cell type with the largest instance count ........................ dfxtp_1
  Area leader, netlist ........................ dfxtp_1
  Ys Warns ........................ 1
  Flip-flops with a built-in enable ........................ 0
  Netlist cell types ........................ 19

[Timing]
  Final Hold Viols ........................ 0
  Setup repair after global routing missed its margin ........................ false
  Fin Clk Skew ........................ 1.487 ps
  Total negative slack ........................ 0 ps
  Total setup violations reported at the end of the flow ........................ 0
  Post-layout min period ........................ 1709 ps
  Worst Slack Setup Final ........................ ~600 ps
  Achievable frequency ........................ 0.5851 GHz
  Max transition margin ........................ 77.63%
  Share of the clock period used by the worst path after layout ........................ about three quarters
  Slew at the pin closest to its max-slew limit ........................ 334.1 ps
  Final-layout worst hold slack ........................ around 560 ps
  Number of max-slew violations in the final report ........................ 0

[Setup path]
  Type of the setup path with the least slack ........................ flip-flop to output port
  Crit. End Element ........................ output port
  Max FO, Critical Path ........................ 7
  Instance count on the critical path ........................ 1
  CP startpoint kind ........................ flip-flop
  Worst path bufs/invs ........................ 1
  Slowest Stage Delay on Critical Path ........................ 530 ps
  Arr. time, crit path ........................ around 1300 ps
  Cell family with the largest share of critical-path delay ........................ buffers and inverters
  Reg2Reg Depth ........................ 6
  Critical-path cell list ........................ clkdlybuf4s50_1
  Data required, critical path ........................ 1840 ps
  Cell with the largest stage delay on the worst path ........................ clkdlybuf4s50_1

[Placement]
  Half-perimeter wire length after detailed placement ........................ 507.5 um
  Post-Place Cell Area ........................ 405.4 sq um
  Post-place setup slack ........................ 796.2 ps
  Routability congestion estimate ........................ about 0.7
  Port-buffer cells ........................ 5
  Inst Count DP ........................ 83

[Floorplan]
  Placeable core area ........................ 0.003416 sq mm
  Top Ports ........................ 6
  Vertical die size ........................ about 80 um
  Chip area ........................ between 0.006 and 0.007 sq mm
  Pre-Place Util ........................ slightly below 9%
  Die extent in x ........................ 80 um
  Row Count ........................ 21

[Global route]
  Global-route wire length before repair ........................ 1097 um
  Antenna violations before repair ........................ 0
  Number of global-route vias before repair ........................ roughly 250
  Total global routing track utilization ........................ between 2 and 2.5%
  Overall overflow remaining after global route ........................ 0
  Maximum number of pins on one net before global-route repair ........................ 8

[Min path]
  Path class of the lowest-slack min-delay path ........................ flip-flop to flip-flop
  Worst hold path depth ........................ 2

[Run status]
  Status ........................ finished, final reports clean

[Flow run]
  Max-cap violation count ........................ 0
  Count of tool warnings ........................ 25

[Detailed routing]
  DRC errors left ........................ 0
  Total via count in the routed design ........................ between 200 and 300
  Iteration-0 DRC Markers ........................ 22
  Number of antenna repair diodes ........................ 0
  Routed via count divided by cell count ........................ just under 3
  First-pass iteration count of the detailed router ........................ 3
  Residual antenna-violating net count after detailed routing ........................ 0
  Average routed wire per standard cell ........................ 7.471 um
  Aggregate routed wire length ........................ 650 um

[Clocking]
  Clock Pin Slew Worst Setup and Hold Paths ........................ 40 ps
  Hold-fix buffers, CTS ........................ 0
  Root Buffer Master ........................ clkbuf_4
  TritonCTS sink count ........................ 5
  Clock latency at the later pin of the worst-skew pair ........................ 240 ps
  Max clock buf depth ........................ 2
  Post-cts resize count ........................ 0
  CTS buffer count ........................ 3
  Number of H-tree branching levels ........................ 1
  TritonCTS clock tree ........................ built
  Setup Fix Bufs, Post-CTS ........................ 0

[Pwr]
  VDD IR-drop max ........................ about 260 uV
  Cell leakage power ........................ 0.1729 nW
  Post-route total power ........................ 0.6236 mW
  Power per cell area ........................ 1445 mW/mm^2

[Final layout]
  Share of the core filled with cells in the final layout ........................ roughly an eighth
  Fin cells ........................ about 87
  Area added between synthesis and finish ........................ 44.96%
  Fill count ........................ ~390
  Design Area, Final ........................ 431.7 sq um
  Share of layout cells above drive strength 1 ........................ 21.95%

----------------------------------------------------
[layout make-up]
| class | count | area, sq um | share of cell area, % |
|---|---|---|---|
| multi-input combinational | 24 | 186.4 | 43.19 |
| sequential | 5 | 100.1 | 23.19 |
| tap | 46 | 57.56 | 13.33 |
| timing repair buffer | 5 | 50.05 | 11.59 |
| clock buffer | 4 | 26.28 | 6.087 |
| inverter | 3 | 11.26 | 2.609 |
[where the power goes]
group | internal, mW | total (mW) | switching, mW
clock network | 0.0655 | 0.0996 | 0.0342
registers | 0.126 | 0.194 | 0.0670
logic | 0.192 | 0.330 | 0.138
[cells in the final DEF, fill, tap and decap left out, drive strengths merged, types with 2 or more instances in the layout]
| cell type | instances |
|---|---|
| nor3 | 2 |
| a21oi | 5 |
| and3 | 2 |
| inv | 3 |
| ha | 2 |
| nor2 | 2 |
| clkdlybuf4s50 | 5 |
| clkbuf | 4 |
| dfxtp | 5 |
| xnor2 | 2 |
[layer usage]
metal / track usage (%) / wire (um) / up-vias
met5: 0 / 0 / -
met4: 0.5282 / 10 / 0
met3: 2.273 / 89 / 2
met2: 2.729 / 238 / 9
met1: 2.614 / 312 / 112
li1: - / - / 133
[logic make-up (layout without fill, tap and decap cells)]
group,count (synthesis),count (layout),share of synthesized area [%]
simple gates,9,9,19.75
buf+inv,3,12,3.781
fa+ha+maj,3,3,15.12
flops,5,5,33.61
xor+xnor,3,3,8.825
compound gates,9,9,18.91
[registers in the layout (all words and copies together) (netlist names)]
name   flops
state      1
x          4
[worst paths after layout]
path | from | endpoint | slack (ps)
min reg2reg | x[3]$_SDFFE_PP0P_ | x[0]$_SDFFE_PP0P_ | 560
max | x[0]$_SDFFE_PP0P_ | x[0] | 590
max reg2reg | state$_SDFF_PP0_ | x[3]$_SDFFE_PP0P_ | 790
min | x[3]$_SDFFE_PP0P_ | x[0]$_SDFFE_PP0P_ | 560
Power is estimated from default activity; no workload was simulated.
