`flow/design.v`:
```
module alu(A, B, out, control, clock);
	input [7:0] A, B;
	input [3:0] control;
	input clock;
	output [7:0] out;
	reg [7:0] regA, regB, result, out;
	reg [3:0] regControl;
	always @(posedge clock) begin
		out <= result;
		regControl <= control;
		regA <= A;
		regB <= B;
	end
	always @(regControl or regA or regB) begin
		case (regControl)
			'b0000: result <= regA + regB;
			'b0001: result <= regA - regB;
			'b1000: result <= regA & regB;
			'b1001: result <= regA | regB;
			'b1010: result <= regA ^ regB;
			'b1011: result <= ~regA;
			'b1100: result <= regA >> 1;
			'b1101: result <= regA << 1;
			'b1110: result <= {regA[0], regA[7:1]};
			'b1111: result <= {regA[6:0], regA[7]};
		endcase
	end
endmodule
```
`flow/run.sh`:
```
#!/bin/bash
# OpenROAD 26Q1-2900-gdf79404cd8, Yosys 0.63+post, stock flow scripts
make -C /OpenROAD-flow-scripts/flow DESIGN_CONFIG=/design/flow/config.mk WORK_HOME=/design/flow/orfs finish
```
`flow/config.mk`:
```
export PLATFORM = sky130hd
export DESIGN_NAME = alu
export DESIGN_NICKNAME = alu
export VERILOG_FILES = /design/flow/design.v
export SDC_FILE = /design/flow/constraint.sdc
export NUM_CORES = 4
export LEC_CHECK = 1
export CORE_AREA = 10 10 102 102
export DIE_AREA = 0 0 112 112
```
`flow/constraint.sdc`:
```
current_design alu

set clk_period 1.0
set clk_io_pct 0.2

create_clock -name clk0 -period $clk_period [get_ports {clock}]

set non_clock_inputs [all_inputs -no_clocks]
set_input_delay [expr $clk_period * $clk_io_pct] -clock clk0 $non_clock_inputs
set_output_delay [expr $clk_period * $clk_io_pct] -clock clk0 [all_outputs]
```
==> Implementation_results.wiki <==
== Flow metrics ==
{| class="wikitable"
! Metric !! Value
|-
| GRT Util Overall || 0.0588
|-
| Number of iterations in the first detailed-routing pass || 4
|-
| Fill cell count || 857
|-
| Relative contribution of combinational cells to total power || 0.233
|-
| Area occupied by registers || 686 um2
|-
| Register share of total power || 0.499
|-
| Netlist area before placement || 0.00186 mm2
|-
| Total power || 2.71 mW
|-
| Cell chosen for the clock root || clkbuf_8
|-
| Total setup buffers inserted after CTS || 0
|-
| Worst Path Arrival || 0.76 ns
|-
| Vias || 1274
|-
| Element type at the critical path start || flop
|-
| Relative area change from synthesis to final layout || 21.5%
|-
| Category of the critical setup timing path || reg -> out
|-
| Worst path buffer plus inverter count || 1
|-
| Max-cap violations || 0
|-
| Count of endpoints without a timing constraint || 16
|-
| Cell area reported after detailed placement || 0.00223 mm2
|-
| Clock network fraction of design power || 0.268
|-
| Slowest stage cell, crit path || dfxtp_2
|-
| Inserted Diodes || 0
|-
| Synthesized instance count || 181
|-
| Number of enable-type register cells in the synthesized netlist || 0
|-
| Starting utilization of the core area || 0.227
|-
| Shortest clock period the worst path allows after layout || 0.962 ns
|-
| Worst Max-Slew Pin Slew || roughly 0.9 ns
|-
| Setup TNS after final layout || 0 ns
|-
| Leftover overflow at the end of global routing || 0
|-
| Sum of net half-perimeters after detailed placement || 2930 um
|-
| Worst setup EP type || output pin
|-
| Delay of the slowest critical-path stage || around 0.33 ns
|-
| Clock buffers created by TritonCTS || 3
|-
| Global-route wire length before repair || 6290 um
|-
| I/O pin cnt || 29
|-
| Full die area || 0.0125 mm2
|-
| Max-slew violation count || 0
|-
| 1st-iter DRT viols || 65
|-
| Tool warnings || 34
|-
| CTS clk-pin slew, worst paths || 0.10 ns
|-
| Logic area || ~0.0011 mm2
|-
| Total number of H-tree levels || 1
|-
| Switching part of the total || 0.278
|-
| Commonest non-fill, non-tap cells in the layout || 24 x ha_1, 24 x dfxtp_1, 20 x clkdlybuf4s50_1
|-
| Pleak || 0.983 nW
|-
| Critical path peak fanout || 1
|-
| Async set or reset register ratio after synthesis || 0
|-
| Main flop type after synthesis || dfxtp_1
|-
| Data required, critical path || 0.80 ns
|-
| Number of register pins that no clock reaches || 8
|-
| Internal Pwr Total || 1.96 mW
|-
| Path category of the worst min-delay check || in -> reg
|-
| Die Wd || 112 um
|-
| Total setup violations reported at the end of the flow || 0
|-
| Highest Clock Rate || 1.04 GHz
|-
| Setup repair after global routing missed its margin || no
|-
| Final routed wire length divided by cell count || 12.4 um
|-
| Cell total in the yosys stat output || around 180
|-
| Maximum number of buffers from clock root to sink || 2
|-
| Hold Buf Count CTS || 0
|-
| Vias in the first global route || roughly 1300
|-
| Area of the core || approximately 0.008 mm2
|-
| Average via count per standard cell || just over 4
|-
| Number of buffers inserted by port buffering || 28
|-
| Clock tree from TritonCTS || yes
|-
| Worst hold path depth || 1
|-
| Antenna violations before repair || 0
|-
| Post-layout instance area || 0.00227 mm2
|-
| Switching power summed over all nets || 0.752 mW
|-
| Registers, synthesis || 36
|-
| Share of layout cells above drive strength 1 || 0.122
|-
| Largest net degree at the start of global routing || 20
|-
| Crit path max-delay family || flip-flops
|-
| Post-detailed-route DRC marker count || 0
|-
| Yosys warning count || 1
|-
| Distinct lib cells used || ~40
|-
| Vertical die dimension || ~110 um
|-
| Chip area in the Yosys report || 0.00186 mm2
|-
| Per-instance average area after synthesis || a little over 10 um2
|-
| Total power divided by cell area || about 1200 mW/mm2
|-
| Antenna Violating Nets Remaining || 0
|-
| Crit share post-route || 0.962
|-
| Final weighted congestion in routability-driven placement || 0.840
|-
| Final hold violation count || 0
|-
| Worst-case headroom to the max-slew limit || 0.399
|-
| Status || complete, no violations
|-
| Number of core rows || 33
|-
| Maximum vdd ir drop || ~640 uV
|-
| # resized after CTS || 16
|-
| Stages on worst setup path || 1
|-
| Routed WL || between 3000 and 4000 um
|-
| Sequence of cells on the critical path || clkdlybuf4s15_1
|}
metal layers:
metal / vias to the layer above / routed length (um) / track usage
met2: 37 / 1550 / 0.0882
met3: 4 / 191 / 0.0147
met4: 0 / 37 / 0.00592
met1: 557 / 2070 / 0.0864
met5: - / 0 / 0
li1: 676 / - / -
kinds of logic after synthesis:
family | count (synthesis) | synth area share
compound gates | 35 | 0.127
xor+xnor | 12 | 0.0604
fa+ha+maj | 25 | 0.172
buf+inv | 27 | 0.0651
flops | 28 | 0.301
latches | 8 | 0.0644
mux | 18 | 0.133
simple gates | 28 | 0.0779
final cells by class:
cell class	instances	share of cell area
flip-flops and latches	36	0.303
inverters	19	0.0315
multi-input cells	118	0.469
clock buffers	4	0.0243
well taps	105	0.0580
repair buffers	28	0.115
through the flow:
stage	setup WS, ns	util	hold WS, ns	cells
after floorplan	0.538	-	0.228	181
after global placement	0.0532	0.271	0.649	306
after detailed placement	0.0412	0.271	0.652	306
after CTS	0.00844	0.278	0.340	310
after global routing	0.000513	0.276	0.337	310
final	0.0377	0.276	0.348	310
registers in the layout, indices dropped and copies added, names as in the netlist:
name,count
out,8
regA,8
regB,8
result,8
regControl,4
power by group through the flow:
stage     logic (mW)  registers (mW)  clock network, mW
4_1_cts        0.639            1.35              0.772
5_1_grt        0.713            1.37              0.791
6_report       0.630            1.35              0.726
Yosys cell counts (2+ instances only):
| master | instances | area share |
|---|---|---|
| dfxtp_1 | 28 | 0.30 |
| ha_1 | 24 | 0.16 |
| inv_1 | 19 | 0.038 |
| a21oi_1 | 10 | 0.027 |
| nand2_1 | 10 | 0.020 |
| xnor2_1 | 10 | 0.047 |
| mux2i_1 | 9 | 0.048 |
| dlxtn_1 | 8 | 0.064 |
| nor2_1 | 6 | 0.012 |
| o21ai_0 | 6 | 0.016 |
| mux4_2 | 5 | 0.060 |
| a22oi_1 | 4 | 0.016 |
| mux2_2 | 4 | 0.024 |
| nor3_1 | 4 | 0.011 |
| buf_4 | 3 | 0.012 |
| nor2b_1 | 3 | 0.010 |
| clkbuf_1 | 2 | 0.0040 |
| nand3_1 | 2 | 0.0054 |
| o21ai_1 | 2 | 0.0054 |
| o221ai_1 | 2 | 0.0094 |
worst paths after layout:
check	startpoint	to	slack, ns
worst min-delay path	A[2]	regA[2]	0.35
worst max-delay path	out[3]	out[3]	0.04
Power is estimated from default activity; no workload was simulated.
