**./config.mk**
```make
export PLATFORM = sky130hd
export DESIGN_NAME = mul
export DESIGN_NICKNAME = mul
export VERILOG_FILES = /design/flow/design.v
export SDC_FILE = /design/flow/constraint.sdc
export NUM_CORES = 4
export LEC_CHECK = 1
export CORE_AREA = 10 10 104 104
export DIE_AREA = 0 0 114 114
```
**./constraint.sdc**
```tcl
current_design mul

set clk_period 6.8
set clk_io_pct 0.2

create_clock -name clk0 -period $clk_period [get_ports {clock}]

set non_clock_inputs [all_inputs -no_clocks]
set_input_delay [expr $clk_period * $clk_io_pct] -clock clk0 $non_clock_inputs
set_output_delay [expr $clk_period * $clk_io_pct] -clock clk0 [all_outputs]
```
**./design.v**
```verilog
module mul(A, B, result, clock, start, finish);
	input [7:0] A, B;
	input clock, start;
	output [16:0] result;
	output finish;
	reg [16:0] number;
	reg [4:0] state;
	reg regFinish;
	always @(posedge clock) begin
		if (start == 1) begin
			number <= 0;
			state <= 0;
			regFinish <= 0;
		end else if (state == 8) begin
			state <= 10;
			regFinish <= 0;
		end else if (state < 8) begin
			if (state == 7) begin
				regFinish <= 1;
			end
			number <= (number << 1) + A * B[7 - state];
			state <= state + 1;
		end
	end
	assign result = number;
	assign finish = regFinish;
endmodule
```
**./run.sh**
```bash
#!/bin/bash
# OpenROAD 26Q1-2900-gdf79404cd8, Yosys 0.63+post, stock flow scripts
make -C /OpenROAD-flow-scripts/flow DESIGN_CONFIG=/design/flow/config.mk WORK_HOME=/design/flow/orfs finish
```
==> run summary <==
Implementation results are summarized by area below.

Run status
The run finished with clean final reports.

Floorplanning
The total area inside the core boundary comes to 8678 sq um. The core utilization before placement is 0.1792. The overall die size recorded for this design is 13000 sq um. The number of rows created at floorplan is 34. The horizontal die dimension reported for this design is 114 um. The count of boundary I/O pins is 36. The height of the die is 114 um.

Drt
The final antenna diode tally reported by the flow is 0. The via density per instance is 4.540. The iteration count of the initial detailed-routing pass is 4. The sum of routed wire length over all layers is 4285 um.

The remaining design rule violation count is 0. The detailed router placed 1421 vias in this run. The count of nets left with antenna violations once routing finished came out at 0. The wire length per cell is 13.69 um. The starting DRC count in detailed routing is 81.

Place
The total placed cells including tap cells is 309. The post-place instance area is 2028 sq um. STA on the placed design reports a worst setup slack of 1.933 ns. The final weighted congestion of routability-driven global placement is 0.8341.

Note, the detailed placer reported a final HPWL of 3264 um. The number of buffer cells added on primary ports is 35.

Yosys
The combinational family with the most area after synthesis is AND-OR/OR-AND gates. The share of the Yosys chip area taken by registers is 0.2961. The area share of and-or/or-and cells after synthesis is 0.2615. The total of flip-flops plus latches after synthesis is 23. The synthesized chip area reported by yosys is 1555 sq um. In this run, distinct cell masters in the synthesized netlist total 42. The biggest area contributor in the post-synthesis netlist is dfxtp_1. The post-synthesis mux area share is 0.04827. The flip-flop cell with the highest count after synthesis is dfxtp_1.

The total of warnings raised by yosys is 1. The post-synthesis area per instance is 9.095 sq um. The xor/xnor cell area share of the yosys netlist is 0.02253.

By area the synthesized netlist is led by dfxtp_1, ha_1, nor2_1, a311oi_1, o31ai_1. The number of standard cells after synthesis is 171. Per the Yosys statistics, synthesis produced 171 cells. The netlist area before placement is 1555 sq um. Of the total synthesized cell area, the portion taken by AND, OR, NAND and NOR gates is 0.2357. The share of synthesized area in the top cell type comes to 0.2961. Per the synthesis report, the adder-cell share of the synthesized area is 0.1014. Yosys mapped a number of flops with a built-in enable equal to 0. The async set-reset flop share out of synthesis is 0.

Critical path
STA classifies the critical path endpoint as a flip-flop. The reg-to-reg setup timing slack is 3.19 ns. The longest incremental delay of any stage on the critical path is reported as 0.50 ns. The buffering stage count on the worst path with inverters included is 1. The number of cells on the worst reg-to-reg path is 10. The critical path in this run is classified as input pin to flip-flop.

The critical path crosses 11 cells after its start point. Per STA, the worst path is made up of clkdlybuf4s50_1 -> mux4_2 -> mux2i_1 -> nor3_1 -> and2_1 -> ha_1 -> fa_1 -> a211o_1 -> a2111oi_4 -> o31ai_1 -> a311oi_1. On the critical path, the stage with the largest delay is an instance of a2111oi_4. STA classifies the critical path startpoint as an input pin. Grouping stages by cell kind, the critical path spends the most delay in AND-OR/OR-AND gates.

For the worst setup path, the data required time is 6.98 ns. For the worst setup path, the data arrival time is 4.70 ns. The report shows a maximum critical-path fanout of 8.

Clocking
The total of hold buffers inserted after clock tree synthesis is 0. The clock tree root driver cell is clkbuf_8. Gates resized during post-CTS repair numbered 0. Clock tree synthesis inserted a total of 3 buffers. The TritonCTS sink count is 23. Per the post-CTS timing run, clock transition at the registers of the reported paths is 0.09 ns. As reported, the later end of the worst-skew pair has a clock insertion delay of 0.27 ns. Post-CTS timing repair inserted 0 buffers for setup. The CTS tree is yes.

The number of H-tree levels is 1. The maximum buffer depth of the clock tree is 2.

STA
The minimum hold slack is 0.4763 ns. The final period demand of the worst path is 4.527 ns. The max-slew headroom at the worst pin is 0.5956. Setup repair after global routing left no endpoint under its margin.

The transition time of the tightest slew-check pin is 0.6066 ns. Clock skew on the completed layout was measured at 0.006556 ns. The highest clock rate this design can be run at is 0.2209 GHz.

The setup total negative slack is 0 ns. Once routing completed, OpenROAD measured the worst setup slack at 2.273 ns. Counting endpoints that fail hold in the final report gives 0. The total of endpoints with negative setup slack in the final report is 0. The max-slew violation total from the final report is 0. Post-route period utilization is reported as 0.6658.

Flow run
The tool warning count for the run is 26. The number of max-capacitance violations reported is 0.

GRT
For this run, the total global-route usage over all layers was measured as 0.06490. Entering global routing, the biggest net connects 26 pins. The first-pass GRT wire length is 6989 um.

The number of antenna violations at the first check in global routing was 0. The total overflow reported by the global router is 0. The via count of the first global-routing pass came to 1359.

Layout
The finished cells cover 2074 sq um. The utilization after layout is 0.2390. The synthesis-to-finish area growth is 33.39%. The fraction of final layout cells sized beyond drive strength 1 is 0.06829. The final standard cell count with taps included and fillers excluded is 313. Counting the fill cells in the layout gives 962.

Worst hold path
The number of cells on the worst hold path is listed as 2. The worst hold path belongs to the class flip-flop to flip-flop.

Pwr
The leakage power in the latest report is 0.7864 nW. The final power report lists total power as 0.4121 mW. In this run the power density over the cells is 198.6 nW/um^2. The peak supply drop is 0.1071 mV.
-- cells by family (layout without fill, tap and decap cells) --
| group | Yosys count | after routing |
|---|---|---|
| simple gates | 67 | 67 |
| compound gates | 46 | 46 |
| flops | 23 | 23 |
| buf+inv | 14 | 48 |
| fa+ha+maj | 12 | 12 |
| mux | 5 | 5 |
| xor+xnor | 4 | 4 |
-- worst reg2reg max path, delay by kind of cell, from the launching register on --
| kind | cells | cell delay (ns) |
|---|---|---|
| compound gates | 4 | 1.27 |
| mux | 2 | 0.77 |
| fa+ha+maj | 2 | 0.64 |
| flops | 1 | 0.49 |
| simple gates | 2 | 0.34 |
-- cells in the mapped netlist (all sizes together) (2+ instances only) --
cell,instances
dfxtp,23
nor2,20
ha,11
and2,10
nand2,9
a311oi,8
o31ai,8
or4,8
a211oi,6
a21oi,6
inv,6
clkbuf,5
nand3,5
nand4,4
o21a,4
xnor2,4
a211o,3
a21o,3
mux2i,3
a2111oi,2
buf,2
mux4,2
nand4b,2
nor3,2
nor4b,2
-- metal layers --
layer	track usage	vias to the layer above	share of wire
met1	0.09327	657	0.49
li1	-	730	-
met3	0.02392	0	0.076
met2	0.09529	34	0.44
met5	0	-	0
met4	0.003342	0	0
-- power breakdown --
part,switching (mW),leakage (nW),internal [mW]
logic,0.0739,0.573,0.0807
registers,0.0190,0.188,0.149
clock network,0.0483,0.0255,0.0410
-- registers in the layout, summed over array words and instances (netlist names) --
name and flops:
state 5, number 17, regFinish 1
-- layout make-up --
type                       instances  area, sq um  share of cell area
inverter                           7        26.28             0.01267
tap                              108        135.1             0.06514
clock buffer                       3        41.29             0.01990
multi-input combinational        134         1041              0.5018
clock inverter                     1        5.005            0.002413
sequential                        23        460.4              0.2220
timing repair buffer              37        365.4              0.1761
-- cells in the final DEF, fill, tap and decap left out, drive strengths merged, types with 2 or more instances in the layout --
cell           netlist  routed
a2111oi              2       2
a211o                3       3
a211oi               6       6
a21o                 3       3
a21oi                6       6
a311oi               8       8
and2                10      10
buf                  2       2
clkbuf               5       3
clkdlybuf4s50        0      35
clkinv               1       2
dfxtp               23      23
ha                  11      11
inv                  6       6
mux2i                3       3
mux4                 2       2
nand2                9       9
nand3                5       5
nand4                4       4
nand4b               2       2
nor2                20      20
nor3                 2       2
nor4b                2       2
o21a                 4       4
o31ai                8       8
or4                  8       8
xnor2                4       4
-- path summary, 6_finish.rpt --
check / end / from
worst min-delay path: regFinish / regFinish
worst max-delay path: number[13] / B[0]
worst min register to register: regFinish / regFinish
worst max register to register: number[13] / state[0]
Power figures rest on the tool's default switching activity, not on a simulated workload.
